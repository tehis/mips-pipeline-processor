File: flow/design.v
`timescale 1ns/1ns
module Mux2_31bits(input[31:0] input1, input2, input select, output[31:0] result);
    assign result = (select == 0) ? input1:input2;
endmodule
module Mux2_1bits(input input1, input2, select, output result);
    assign result = (select == 0) ? input1 : input2;
endmodule
module Mux3(input[31:0] input1, input2, input3, input[1:0]select, output[31:0] res);
    assign res = (select == 0) ? input1:(select==1)?input2:(select==2)?input3:32'bz;
endmodule
module Pc_Mux(input pcWrite, isBranch, jump, input[31:0]pcInput, branchInput, jumpInput, output[31:0]res);
    assign res = (isBranch == 1)?branchInput:(jump==1)?jumpInput:(pcWrite==1)?pcInput:32'bz;
endmodule
File: flow/run.sh
#!/bin/bash
# OpenROAD 26Q1-2900-gdf79404cd8, Yosys 0.63+post, stock flow scripts
make -C /OpenROAD-flow-scripts/flow DESIGN_CONFIG=/design/flow/config.mk WORK_HOME=/design/flow/orfs finish
File: flow/config.mk
export PLATFORM = sky130hd
export DESIGN_NAME = Pc_Mux
export DESIGN_NICKNAME = Pc_Mux
export VERILOG_FILES = /design/flow/design.v
export SDC_FILE = /design/flow/constraint.sdc
export NUM_CORES = 4
export LEC_CHECK = 1
export CORE_AREA = 10 10 71 71
export DIE_AREA = 0 0 81 81
File: flow/constraint.sdc
current_design Pc_Mux

set clk_period 1.0
set clk_io_pct 0.2

create_clock -name clk0 -period $clk_period

set non_clock_inputs [all_inputs -no_clocks]
set_input_delay [expr $clk_period * $clk_io_pct] -clock clk0 $non_clock_inputs
set_output_delay [expr $clk_period * $clk_io_pct] -clock clk0 [all_outputs]
==> GITHUB_STEP_SUMMARY <==
### Flow metrics

| Metric | Value |
|---|---|
| Outcome | finished with violations |
| Failing checks | negative setup slack |
| Vias per cell | 4.29 |
| Core Area | 3630 sq um |
| Post-synth top area cell | mux2i_1 |
| Drt pass-1 iters | 4 |
| Syn_area_per_cell | 6.68 sq um |
| Rows | 22 |
| DIE WIDTH | 81 um |
| Critical Path Source Type | primary input |
| Minimum clock period | ~1.1 ns |
| WHS Endpoint | res[3] |
| Iteration-0 DRC Markers | 19 |
| Floorplan utilization | 19.7% |
| Initial antenna violation count | 0 |
| Vias | 1230 |
| Total die area | 6560 sq um |
| Cell Type Count | 8 |
| Inst Count DP | between 200 and 300 |
| CP Max Fanout | 8 |
| Sw Share | 33.4% |
| Setup violations, final | 26 |
| Largest net degree at the start of global routing | 17 |
| Global placement routability congestion | 0.856 |
| Cells after Synth | 107 |
| Unrepaired setup endpoints after global routing | yes |
| Actual slew at the worst max-slew pin | 0.168 ns |
| Share of layout cells above drive strength 1 | 20.5% |
| Post-route insts no fill | 287 |
| First-pass GRT wire length | 6.80 mm |
| Min setup slack post-route | -0.103 ns |
| Combinational share of power | 100.0% |
| Uppermost layer routed | met3 |
| Required time worst endpoint | approximately 0.8 ns |
| WP data arrival | 0.90 ns |
| Area delta synth->final | 166% |
| Met2 wire length | 2.33 mm |
| Main area contributors | mux2i_1 (45%), o21ai_1 (20%), nand2_1 (17%), buf_12 (8.4%), buf_2 (4.9%) |
| Pwr/cell area | 358 nW/um^2 |
| Flop count | 0 |
| IO buf count | 130 |
| Final Hold Fails | 0 |
| Final-layout clock buffer total | 0 |
| Register Area | 0 sq um |
| Tot Pwr | roughly 0.68 mW |
| Tot GR Track Use | 12.9% |
| Flop pwr share | 0% |
| Hold WS | 0.781 ns |
| Hold depth | 4 |
| Final period util | 110% |
| Peak supply drop | 0.000121 V |
| Wl on met1 | 1.62 mm |
| Final slew viol count | 0 |
| Slew margin rel. | 88.5% |
| I/O pin cnt | ~130 |
| Synthesized area | around 700 sq um |
| Die Height | 81 um |
| Clock share of power | 0% |
| Final HPWL DP | 3.78 mm |
| Hold_sp | branchInput[3] |
| Internal | 0.452 mW |
| Yosys Warn Count | 2 |
| Worst setup path class | in -> out |
| Max Cap Viol | 0 |
| DRC viols | 0 |
| Grt ovf | 0 |
| Switching Power | between 0.2 and 0.25 mW |
| CP Capture Type | output port |
| Vias in the first global route | 1293 |
| Synthesis area per yosys | 714 sq um |
| HP Class | in -> out |
| Static leakage | approximately 1.1 nW |
| Register area share after synthesis | 0% |
| Top-area cell share | approximately 45% |
| ANT nets after route | 0 |
| WL met3 | 513 um |
| Warning total across the stage logs | 35 |
| Antenna diode count | 0 |
| Ys cells | approximately 110 |
| Fmax | 907 MHz |
| Routed wire length | 4.47 mm |
| Routed WL per cell | 15.6 um |
| Top cells by count, synth | mux2i_1 (32), nand2_1 (32), o21ai_1 (28), buf_2 (7), buf_12 (3) |
[per-layer routing]
| layer | global-route usage (%) | vias up |
|---|---|---|
| met2 | 23.9 | 62 |
| li1 | - | 641 |
| met4 | 0 | 0 |
| met3 | 5.01 | 0 |
| met1 | 14.4 | 527 |
| met5 | 0 | - |
[worst max-delay path by stage]
stage     start       to  depth (start not counted)
6_report   jump  res[17]                          6
5_1_grt    jump  res[17]                          6
4_1_cts    jump  res[17]                          6
[worst max-delay path, stage by stage]
cell	delay [ns]
buf_12	0.12
buf_12	0.14
buf_6	0.11
mux2i_1	0.10
o21ai_1	0.11
buf_2	0.11
[power groups by stage]
stage         combinational [mW]  clock [mW]  sequential, mW
finish                     0.679           0               0
global route               0.758           0               0
CTS                        0.692           0               0
[stage by stage]
stage | setup slack [ns] | cell area, sq um | TNS, ns | utilization (%)
floorplan | 0.0975 | 714 | 0 | -
global placement | -0.571 | 2060 | -16.59 | 56.6
detailed placement | -0.572 | 2060 | -17.01 | 56.6
CTS | -0.117 | 1890 | -1.33 | 52.1
global route | -0.146 | 1900 | -2.49 | 52.2
finish | -0.103 | 1900 | -0.819 | 52.2
[what timing repair did]
action | in CTS | in global routing
resized | 206 | 1
setup buffers | 3 | 0
pin swaps | 44 | 16
cloned | 2 | 0
hold buffers | 0 | 0
setup endpoints to repair | 32 | 32
[kinds of logic (layout without fill, tap and decap cells)]
| family | Yosys count | count (layout) | synth area share (%) |
|---|---|---|---|
| AND-OR/OR-AND | 32 | 32 | 23.5 |
| buffers and inverters | 11 | 143 | 14.9 |
| multiplexers | 32 | 32 | 44.8 |
| AND/OR/NAND/NOR | 32 | 32 | 16.8 |
[cells in the final DEF, fill, tap and decap left out]
| master | instances |
|---|---|
| nand2_1 | 32 |
| buf_16 | 2 |
| clkdlybuf4s50_1 | 3 |
| buf_4 | 4 |
| dlygate4sd2_1 | 93 |
| buf_8 | 1 |
| o21ai_2 | 2 |
| buf_6 | 4 |
| mux2i_1 | 32 |
| buf_2 | 32 |
| o21ai_1 | 30 |
| buf_12 | 4 |
[cell type report]
cell class         count  area, sq um
repair buffers       143         1230
well taps             48         60.1
fillers              391         1740
multi-input cells     96          608
Power and IR drop assume default switching activity.
