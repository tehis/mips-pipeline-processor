==> design/flow/design.v <==
`timescale 1ns/ 1ns
module IF_ID_reg(input clk, rst, wen, input[31 : 0] pc_in, inst_in, output reg [31 : 0] pc_out, inst_out, input flush);
  always @(posedge clk, posedge rst)begin
    if(rst | flush) begin
      pc_out <= 0;
      inst_out <= 0;
    end
    else if(wen) begin
      pc_out <= pc_in;
      inst_out <= inst_in;
    end
  end
endmodule
module ID_EX_reg(input clk, rst, controller_enable, input [31 : 0] reg1_read_in, reg2_read_in, mem_address_in,
                input [4 : 0] rt_in, rd_in, rs_in, 
                input alusrc_in, regdst_in, mem_read_in, mem_write_in, reg_write_in, mem_to_reg_in,
                input [2 : 0] alu_op_in ,
                output reg [2 : 0] alu_op_out ,
                output reg [31 : 0] reg1_read_out, reg2_read_out, mem_address_out,
                output reg [4 : 0] rt_out, rd_out, rs_out, 
                output reg alusrc_out, regdst_out, mem_read_out,
                output reg mem_write_out, reg_write_out, mem_to_reg_out);
   always@(posedge clk,posedge rst)begin
     if (rst)begin
      alu_op_out <= 0;
      reg1_read_out <= 0;
      reg2_read_out <= 0;
      mem_address_out <= 0;
      rt_out <= 0;
      rd_out <= 0;
      rs_out <= 0;
      alusrc_out <= 0;
      regdst_out <= 0;
      mem_read_out <= 0;
      mem_write_out <= 0;
      reg_write_out <= 0 ;
      mem_to_reg_out <= 0;
    end
  else begin
      alu_op_out <= alu_op_in;
      reg1_read_out <= reg1_read_in;
      reg2_read_out <= reg2_read_in;
      mem_address_out <= mem_address_in;
      rt_out <= rt_in;
      rd_out <= rd_in;
      rs_out <= rs_in;
      alusrc_out <= controller_enable ? alusrc_in : 0;
      regdst_out <= controller_enable ? regdst_in : 0;
      mem_read_out <= controller_enable ? mem_read_in : 0;
      mem_write_out <= controller_enable ? mem_write_in : 0;
      reg_write_out <= controller_enable ? reg_write_in : 0;
      mem_to_reg_out <=  controller_enable ? mem_to_reg_in : 0;
    end
end
endmodule
module EX_M_reg(input clk, rst, input [31 : 0] result_in, mem_address_in,
                input [4 : 0] reg_dst_in, 
                input mem_read_in, mem_write_in, reg_write_in, mem_to_reg_in,
                output reg [31 : 0] result_out, mem_address_out,
                output reg [4 : 0] reg_dst_out, 
                output reg mem_read_out,
                output reg mem_write_out, reg_write_out, mem_to_reg_out);
   always@(posedge clk,posedge rst)begin
     if (rst)begin
      result_out <= 0 ;
      mem_address_out <= 0;
      reg_dst_out <= 0 ;
      mem_read_out <= 0;
      mem_write_out <= 0;
      reg_write_out <= 0 ;
      mem_to_reg_out <= 0;
    end
  else begin
      result_out <= result_in;
      mem_address_out <= mem_address_in;
      reg_dst_out <= reg_dst_in;
      mem_read_out <= mem_read_in;
      mem_write_out <= mem_write_in;
      reg_write_out <= reg_write_in  ;
      mem_to_reg_out <=  mem_to_reg_in;
    end
  end
endmodule
module M_WB_reg(input clk, rst,
		input[31 : 0] mem_data_in, result_in, 
		input[4 : 0] reg_dst_in,
  		input reg_write_in, mem_to_reg_in,
  		output reg [4 : 0] reg_dst_out, 
		output reg mem_to_reg_out, reg_write_out, 
		output reg [31 : 0] mem_data_out, result_out);
   always@(posedge clk,posedge rst)begin
     if (rst)begin 
      result_out <= result_in;
      mem_data_out <= 0;
      reg_dst_out <= 0;
      reg_write_out <= 0;
      mem_to_reg_out <= 0;
    end
  else begin
      mem_data_out <= mem_data_in;
      result_out <= result_in;
      reg_dst_out <= reg_dst_in;
      reg_write_out <= reg_write_in;
      mem_to_reg_out <=  mem_to_reg_in;
    end
  end
endmodule
==> design/flow/run.sh <==
#!/bin/bash
# OpenROAD 26Q1-2900-gdf79404cd8, Yosys 0.63+post, stock flow scripts
make -C /OpenROAD-flow-scripts/flow DESIGN_CONFIG=/design/flow/config.mk WORK_HOME=/design/flow/orfs finish
==> design/flow/config.mk <==
export PLATFORM = sky130hd
export DESIGN_NAME = ID_EX_reg
export DESIGN_NICKNAME = ID_EX_reg
export VERILOG_FILES = /design/flow/design.v
export SDC_FILE = /design/flow/constraint.sdc
export NUM_CORES = 4
export LEC_CHECK = 1
export CORE_AREA = 10 10 155 155
export DIE_AREA = 0 0 165 165
==> design/flow/constraint.sdc <==
current_design ID_EX_reg

set clk_period 1.0
set clk_io_pct 0.2

create_clock -name clk0 -period $clk_period [get_ports {clk}]

set non_clock_inputs [all_inputs -no_clocks]
set_input_delay [expr $clk_period * $clk_io_pct] -clock clk0 $non_clock_inputs
set_output_delay [expr $clk_period * $clk_io_pct] -clock clk0 [all_outputs]
==> impl_report.txt <==
IMPLEMENTATION SUMMARY REPORT
----------------------------------------------------
[Final layout]
  Total area of sequential cells ........................ 0.00300 mm^2
  Share of post-route cells with drive strength above 1 ........................ 0.377
  Filler Cell Count ........................ 2,092
  Number of cells in the finished layout apart from fillers ........................ 673
  Final Cell Area ........................ 0.00589 mm^2
  Layout Area Growth over Synthesis ........................ 93.4%
  Commonest non-fill, non-tap cell in the layout ........................ sky130_fd_sc_hd__clkdlybuf4s50_1
  Leading cell types in the layout, fill and taps excluded ........................ 122 x sky130_fd_sc_hd__clkdlybuf4s50_1, 120 x sky130_fd_sc_hd__dfrtp_1, 115 x sky130_fd_sc_hd__buf_2
  Logic area ........................ 37.5 um^2

[Synthesis]
  Post-synthesis cell count ........................ 127
  Post-synth area hogs ........................ sky130_fd_sc_hd__dfrtp_1 99%, sky130_fd_sc_hd__and2_1 1.2%, sky130_fd_sc_hd__inv_1 0.12%
  Warnings from Yosys ........................ 1
  Post-Synthesis Mean Instance Area ........................ around 24 um^2
  Chip Area, Yosys ........................ 0.00304 mm^2
  Post-synthesis register bit count ........................ 120
  Unique masters post-synth ........................ 3
  Dominant cell type by area after synthesis ........................ sky130_fd_sc_hd__dfrtp_1
  Sequential-to-total area share from yosys stat ........................ 0.986
  Yosys cell count ........................ around 130
  Post-synth design cell area ........................ 0.00304 mm^2
  Area leader share ........................ 0.986

[Placed design]
  Number of cells in the design after placement ........................ 641
  Final estimated routing congestion in global placement ........................ between 0.7 and 0.8
  Final HPWL DP ........................ 9960 um
  IO Port Bufs ........................ 242
  Post-Place Cell Area ........................ 0.00585 mm^2

[Critical path]
  CP Launch Type ........................ register
  Worst Setup SP ........................ mem_address_out[1]$_DFF_PP0_
  Worst endpoint data arrival time ........................ around 0.90 ns
  Number of buffers and inverters on the critical path ........................ 1
  Cell type of the slowest stage on the worst timing path ........................ sky130_fd_sc_hd__dfrtp_1
  Critical path's top delay family ........................ flip-flops
  Setup crit end kind ........................ output port
  Data required time of the worst path ........................ 0.80 ns
  Slowest Stage Delay on Critical Path ........................ 0.38 ns
  Worst-path maximum fanout ........................ 1
  Kind of critical path ........................ reg -> out
  Cell Chain, Critical Path ........................ buf_6

[STA]
  Setup repair after global routing missed its margin ........................ yes
  Final Max-Slew Violation Tally ........................ 0
  Relative slew slack ........................ 0.770
  Final hold violation count ........................ 0
  Fin crit period ........................ around 1.1 ns
  Highest clock frequency the design can meet ........................ 910 MHz
  Final Hold Slack ........................ 0.232 ns
  Final-layout setup total negative slack ........................ -8.03 ns
  Total setup violations reported at the end of the flow ........................ 120
  Portion of the clock cycle consumed by the worst path in the final layout ........................ 1.10
  Worst setup margin ........................ -0.0995 ns
  Transition time at the pin with the least slew margin ........................ 0.344 ns

[Detailed routing]
  Via Count ........................ 2,076
  DRT antenna net count ........................ 0
  1st-iter DRT viols ........................ 32
  Post-Route WL ........................ 11,800 um
  Number of design rule violations left after detail routing ........................ 0
  Number of antenna diodes ........................ 0
  Iteration count of the initial detailed-routing pass ........................ 4
  Mean number of vias per cell ........................ 3.08
  Routed WL per cell ........................ roughly 18 um

[CTS]
  Post-cts gate resize count ........................ 395
  Number of levels in the clock H-tree ........................ 4
  CTS buffer count ........................ 17
  Post-CTS setup buffers ........................ 0
  Maximum number of buffers from clock root to sink ........................ 2
  TritonCTS clock tree ........................ yes
  Hold-fix buffers at CTS ........................ 0
  Sink Count ........................ 120
  Root buf cell ........................ sky130_fd_sc_hd__clkbuf_16
  Clock-pin slew on the worst setup and hold paths ........................ roughly 0.050 ns

[Pwr]
  Total power consumption of the routed design ........................ 12.2 mW
  Logic pwr share ........................ 0.070
  Peak supply drop ........................ 0.000997 V
  P_int ........................ roughly 10 mW
  Switching portion of total power ........................ 0.192
  Proportion of power drawn by the clock network ........................ 0.507
  Leakage power summed over all cells ........................ ~2.7 nW
  Part of the total power dissipated in sequential elements ........................ 0.423
  Switch Pwr ........................ 2.34 mW
  Power density over the cells ........................ 2070 mW/mm^2

[GRT]
  Number of global-route vias before repair ........................ 2,482
  Global route overflow ........................ 0
  Pin count of the biggest net entering global routing ........................ 68
  First-pass GRT wire length ........................ 16,800 um
  Initial antenna violation count ........................ 0
  Total global routing track utilization ........................ 0.0848

[Hold path]
  Hold path startpoint ........................ rs_in[0]
  Worst hold path type ........................ in -> reg

[Floorplan]
  X dimension of the die ........................ 165 um
  Overall die area ........................ 0.0272 mm^2
  Starting utilization of the core area ........................ 0.149
  Site row count ........................ between 50 and 60
  Core footprint ........................ 0.0204 mm^2
  Vertical die size ........................ approximately 170 um
  Ports placed on the boundary ........................ 243

[Run status]
  Result of the run ........................ finished with violations
  Failing checks ........................ setup timing

[Flow run]
  Max-Cap Viols ........................ 0
  OpenROAD warning count ........................ 28

----------------------------------------------------
per-layer routing:
layer	routed length, um	GRT usage
met5	0	0
met4	115	0.0101
met3	1390	0.0452
met2	5810	0.135
met1	4510	0.104
cells in the mapped netlist:
library cell              count
sky130_fd_sc_hd__dfrtp_1    120
sky130_fd_sc_hd__inv_1        1
sky130_fd_sc_hd__and2_1       6
flip-flops by register name, indices dropped and copies added (netlist names):
register and flops:
alu_op_out 3, alusrc_out 1, mem_address_out 32, mem_read_out 1
mem_to_reg_out 1, mem_write_out 1, rd_out 5, reg1_read_out 32
reg2_read_out 32, reg_write_out 1, regdst_out 1, rs_out 5
rt_out 5
final cells by class:
| class | instances | share of cell area |
|---|---|---|
| flip-flops and latches | 120 | 0.510 |
| multi-input cells | 6 | 0.00637 |
| inverters | 1 | 0.00127 |
| repair buffers | 244 | 0.322 |
| clock inverters | 8 | 0.0200 |
| clock buffers | 24 | 0.0835 |
| well taps | 270 | 0.0574 |
metrics by stage:
step                       util  worst slack [ns]
after global routing      0.288            -0.161
after global placement    0.286           -0.0779
after CTS                 0.288            -0.145
after floorplan               -            -0.669
after detailed placement  0.286           -0.0794
final                     0.288           -0.0995
power groups by stage:
stage	sequential, mW	combinational [mW]	clock, mW
finish	5.16	0.861	6.19
CTS	5.16	0.895	6.40
global route	5.18	0.948	6.69
logic make-up (layout without fill, tap and decap cells):
logic type | after synthesis | in the layout | share of synthesized area
and+or+nand+nor | 6 | 6 | 0.0123
DFF | 120 | 120 | 0.986
buffers and inverters | 1 | 277 | 0.00123
worst paths after layout:
kind | endpoint | slack (ns) | cells after the start
min in group asynchronous | reg1_read_out[11]$_DFF_PP0_ | 0.25 | 3
min | rs_out[0]$_DFF_PP0_ | 0.23 | 1
max in group asynchronous | mem_address_out[20]$_DFF_PP0_ | 0.43 | 3
max | mem_address_out[1] | -0.1 | 1
Power and IR drop assume default switching activity.
